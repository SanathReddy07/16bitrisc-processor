--- /design/flow/run.sh ---
#!/bin/bash
# OpenROAD 26Q1-2900-gdf79404cd8, Yosys 0.63+post, stock flow scripts
make -C /OpenROAD-flow-scripts/flow DESIGN_CONFIG=/design/flow/config.mk WORK_HOME=/design/flow/orfs finish
--- /design/flow/config.mk ---
export PLATFORM = sky130hd
export DESIGN_NAME = led_clk
export DESIGN_NICKNAME = led_clk
export VERILOG_FILES = /design/flow/design.v
export SDC_FILE = /design/flow/constraint.sdc
export NUM_CORES = 4
export LEC_CHECK = 1
export CORE_AREA = 10 10 110 110
export DIE_AREA = 0 0 120 120
--- /design/flow/design.v ---
`timescale 1ns / 1ps
 module led_clk( clk_in, reset, clk_out );
	input 		clk_in, reset; 
	output reg	clk_out;	
	integer 		i; 
	always @( posedge clk_in or posedge reset) begin 
		if ( reset == 1 ) begin 
			clk_out = 0; 
			i = 0; 
		end else begin 
			i = i+1; 
			if ( i >= ((100000000/480)/2)) begin 
				clk_out = ~clk_out; 
				i = 0; 
			end  
		end  
	end  
endmodule
--- /design/flow/constraint.sdc ---
current_design led_clk

set clk_period 9.5
set clk_io_pct 0.2

create_clock -name clk0 -period $clk_period [get_ports {clk_in}]

set non_clock_inputs [all_inputs -no_clocks]
set_input_delay [expr $clk_period * $clk_io_pct] -clock clk0 $non_clock_inputs
set_output_delay [expr $clk_period * $clk_io_pct] -clock clk0 [all_outputs]
==> impl_metrics.csv <==
group,metric,value,unit
grt,grt_max_degree,34,
placed_design,placed_area,2310,um^2
finish,final_core_util,24.5,%
yosys,syn-cell-area,2170,um^2
yosys,ys_cells,233,
grt,antenna_found_initial,0,
sta,period_used_share,35.9,%
worst_setup_path,arrival,3.58,ns
finish,fill_cells,1042,
yosys,ff_type,"dfrtp_1",
clocking,cts.sinks,33,
worst_hold_path,hold_depth,1,
floorplan,fp_util,22.2,%
sta,grt_setup_unrepaired,"no",
power,power,0.249,mW
route,finalWirelength,4220,um
yosys,avgSynthCellArea,9.31,um^2
finish,instances_no_fill,368,
finish,area_growth,10.5,%
sta,worstMarginPinSlew,0.565,ns
floorplan,io_pins,3,
yosys,ys_area,2170,um^2
yosys,ys_ff,33,
clocking,hold_buffers,0,
worst_setup_path,cp-end-kind,"flop",
placed_design,place_hpwl,2940,um
clocking,cts_tree,"built",
sta,hold_viol,0,
clocking,numCtsBuffers,5,
sta,fmax,0.293,GHz
route,vias_per_cell,4.54,
floorplan,num_rows,36,
yosys,ys_async_sr_fraction,100,%
route,ant_nets,0,
worst_hold_path,hold_path_class,"flop to flop",
sta,period_needed,3.41,ns
clocking,postCtsSetupRepairBufs,0,
power,peakVddDrop,0.0452,mV
floorplan,die_area,14400,um^2
sta,drv_slew,0,
floorplan,chipWidth,120,um
route,avgRoutedWirePerCell,11.5,um
grt,overflow,0,
clocking,cts_resized,0,
grt,gr-usage-all-layers,5.94,%
worst_setup_path,start_kind,"flop",
worst_setup_path,critPathMaxFanout,20,
finish,final_layout_size_suffix_gt1_share,16.6,%
clocking,htreeDepth,2,
yosys,syn_inst,233,
placed_design,finalWeightedCongestion,0.848,
sta,finalSetupViolCount,0,
run_status,status,"finished, final reports clean",
grt,grt_pass1_wl,7390,um
floorplan,die_y,120,um
worst_setup_path,worst_r2r_path_depth,10,
power,p_leak,0.939,nW
yosys,ys_seq_share,38.1,%
grt,grt_pass1_vias,1538,
placed_design,dp_cells,361,
floorplan,core_area,9770,um^2
finish,post-route-cell-area,2400,um^2
job,warnings,26,
yosys,synth_cell_type_count,52,
placed_design,port_buffers,2,
clocking,path_clk_slew,0.06,ns
worst_setup_path,crit_required,9.67,ns
sta,finClkSkew,0.00430,ns
route,first_iter_violations,80,
job,drv_cap,0,
finish,final-seq-area,826,um^2
clocking,clkLatencyLatePin,0.28,ns
route,drc,0,
clocking,clk_path_buf_depth,2,
worst_setup_path,critPathKind,"flop to flop",
route,first_pass_iters,4,
power,p_per_area,104,nW/um^2
yosys,yosys_warnings,1,
route,dr_total_vias,1670,
sta,slew-limit-headroom,62.0,%
finish,logic_area,1240,um^2
clocking,cts_root_buf,"clkbuf_8",
sta,tns,0,ns
yosys,edf_count,0,
route,antenna_cells,0,
## cell usage after synthesis (2+ instances only)
| master | count | share of area [%] |
|---|---|---|
| nor2_1 | 17 | 2.9 |
| xnor2_1 | 16 | 6.5 |
| and4_1 | 2 | 0.81 |
| inv_1 | 9 | 1.6 |
| nand3_1 | 12 | 2.8 |
| nand4_2 | 2 | 1.2 |
| a21oi_1 | 7 | 1.6 |
| dfrtp_1 | 33 | 38 |
| nor2b_1 | 5 | 1.4 |
| ha_1 | 2 | 1.2 |
| nor4_1 | 3 | 0.87 |
| clkbuf_1 | 4 | 0.69 |
| a2111oi_0 | 2 | 0.81 |
| and3_1 | 4 | 1.2 |
| nor2_2 | 20 | 5.8 |
| or3_1 | 5 | 1.4 |
| nor3_1 | 5 | 1.2 |
| nand2_1 | 20 | 3.5 |
| buf_4 | 4 | 1.4 |
| nand4_1 | 9 | 2.6 |
| nor4bb_1 | 2 | 0.92 |
| nand3b_1 | 2 | 0.69 |
| a211oi_1 | 2 | 0.69 |
| o21ai_0 | 2 | 0.46 |
| xor2_1 | 16 | 6.5 |
| buf_6 | 2 | 1.0 |
## per-layer routing
metal / track usage (%) / up-vias / part of all wire [%]
li1: - / 825 / -
met1: 9.06 / 791 / 48
met2: 8.94 / 49 / 45
met3: 0.857 / 5 / 4.9
met4: 0.830 / 0 / 1.3
met5: 0 / - / 0
## flip-flops by register name (all words and copies together) (netlist names)
signal and count:
clk_out 1, i 32
## worst max-delay path, cell delays in order, from the launching register on
cell and delay, ns:
dfrtp_1 0.41, ha_1 0.36, nand4_2 0.22, nor4_1 0.54, nor4bb_1 0.32, or3_1 0.15, nand3_1 0.06, o221a_1 0.28
a41oi_4 0.37, buf_4 0.39, o21ba_1 0.19
## logic make-up after synthesis
group,synth area share [%]
simple gates,32.4
fa+ha+maj,1.15
compound gates,10.3
mux,0.461
buf+inv,4.67
flops,38.1
xor+xnor,12.9
## worst paths after layout
path                                      from             endpoint  slack [ns]
max                             i[0]$_DFF_PP0_       i[5]$_DFF_PP0_        6.09
max reg2reg                     i[0]$_DFF_PP0_       i[5]$_DFF_PP0_        6.09
min                        clk_out$_DFFE_PP0P_  clk_out$_DFFE_PP0P_        0.46
min reg2reg                clk_out$_DFFE_PP0P_  clk_out$_DFFE_PP0P_        0.46
max in group asynchronous                reset       i[5]$_DFF_PP0_        7.18
min in group asynchronous                reset      i[14]$_DFF_PP0_        2.01
## through the flow
| step | worst slack (ns) | hold WS, ns |
|---|---|---|
| global route | 5.80 | 0.518 |
| detailed placement | 6.08 | 0.459 |
| CTS | 6.07 | 0.469 |
| global placement | 6.19 | 0.456 |
| finish | 6.09 | 0.462 |
| floorplan | 6.76 | 0.420 |
## cells in the final DEF, fill, tap and decap left out, drive strengths merged, types with 2 or more instances in the layout
cell / synthesis / layout
a2111oi: 2 / 2
a211oi: 2 / 2
a21oi: 7 / 7
and3: 4 / 4
and4: 2 / 2
buf: 6 / 3
clkbuf: 4 / 7
clkdlybuf4s50: 0 / 2
dfrtp: 33 / 33
ha: 2 / 2
inv: 9 / 9
nand2: 20 / 20
nand3: 13 / 13
nand3b: 2 / 2
nand4: 11 / 11
nor2: 37 / 37
nor2b: 5 / 5
nor3: 6 / 6
nor4: 5 / 5
nor4bb: 2 / 2
o21ai: 2 / 2
or3: 5 / 5
xnor2: 16 / 16
xor2: 16 / 16
## where the power goes
part / switching [mW] / leakage, nW / total [mW] / internal, mW
Combinational: 0.00277 / 0.443 / 0.00343 / 0.000657
Clock: 0.0472 / 0.0443 / 0.105 / 0.0574
Sequential: 0 / 0.451 / 0.141 / 0.141
Total: 0.0500 / 0.939 / 0.249 / 0.199
## area by class of cell
cell class	instances	area share, %
inverter	9	1.41
sequential	33	34.4
timing repair buffer	5	1.77
tap	133	6.94
multi-input combinational	181	51.8
clock buffer	7	3.60
Power and IR drop assume default switching activity.

<file path="design/flow/run.sh">
#!/bin/bash
# OpenROAD 26Q1-2900-gdf79404cd8, Yosys 0.63+post, stock flow scripts
make -C /OpenROAD-flow-scripts/flow DESIGN_CONFIG=/design/flow/config.mk WORK_HOME=/design/flow/orfs finish
</file>
<file path="design/flow/config.mk">
export PLATFORM = sky130hd
export DESIGN_NAME = clk_500_Hz
export DESIGN_NICKNAME = clk_500_Hz
export VERILOG_FILES = /design/flow/design.v
export SDC_FILE = /design/flow/constraint.sdc
export NUM_CORES = 4
export LEC_CHECK = 1
export CORE_AREA = 10 10 108 108
export DIE_AREA = 0 0 118 118
</file>
<file path="design/flow/constraint.sdc">
current_design clk_500_Hz

set clk_period 8.6
set clk_io_pct 0.2

create_clock -name clk0 -period $clk_period [get_ports {clk_in}]

set non_clock_inputs [all_inputs -no_clocks]
set_input_delay [expr $clk_period * $clk_io_pct] -clock clk0 $non_clock_inputs
set_output_delay [expr $clk_period * $clk_io_pct] -clock clk0 [all_outputs]
</file>
<file path="design/flow/design.v">
 `timescale 1ns / 1ps
module clk_500_Hz( clk_in, reset, clk_out );
	input	 	clk_in, reset; 
	output 	clk_out; 
	reg 		clk_out; 
	integer 	i; 
		always@ (posedge clk_in or posedge reset) begin
		if (reset == 1'b1) begin 
			i = 0; 
			clk_out = 0; 
		end 
		else begin 
			i = i+1; 
			if (i >= ((100000000/500)/2)) begin 
				clk_out = ~clk_out; 
				i=0; 
			end 
		end 
	end  
endmodule
</file>
==> flow_metrics.env <==
# source this file to load flow results
export IMPL_ys_types=51
export IMPL_leakage_nw=0.877
export IMPL_ff_type="dfrtp_1"
export IMPL_groute_usage_overall_pct=5.38
export IMPL_cts_hold_buffers=0
export IMPL_use_met1_pct=7.98
export IMPL_drt_iter0_drc=78
export IMPL_p_clk_share_pct=42.6
export IMPL_grt_use_met2_pct=8.18
export IMPL_cts_tree="built"
export IMPL_drtAntennaViolNets=0
export IMPL_fillers=1018
export IMPL_cts_htree_levels=2
export IMPL_clk_latency_ns=0.29
export IMPL_fin_worst_skew_ns=0.00472
export IMPL_status="complete, no violations"
export IMPL_power_switching_w=0.0000576
export IMPL_num_rows=35
export IMPL_setup_viol=0
export IMPL_internal_power_w=0.000219
export IMPL_rrSetupSlack_ns=5.45
export IMPL_portBuffers=2
export IMPL_min_delay_start="clk_out"
export IMPL_swShare_pct=20.8
export IMPL_avgSynthCellArea_um2=9.77
export IMPL_yosys_cells=213
export IMPL_final_max_slew_viol_count=0
export IMPL_cts_setup_buffers=0
export IMPL_grt_pass1_wl_um=6640
export IMPL_synth_flops=33
export IMPL_drt_wl_total_um=3780
export IMPL_maxSlewHeadroom_pct=67.9
export IMPL_min_path_type="reg -> reg"
export IMPL_areaGrowthSynthToFinish_pct=10.8
export IMPL_fp_dieW_um=118
export IMPL_seqPwrFrac_pct=56.0
export IMPL_cts_root_buf="clkbuf_8"
export IMPL_period_needed_ns=3.15
export IMPL_die_area_um2=13900
export IMPL_grt_start_max_net_pins=34
export IMPL_syn_area_um2=2080
export IMPL_r2r_end="clk_out"
export IMPL_dieHeight_um=118
export IMPL_fmax_mhz=318
export IMPL_rsz0062_at_grt="false"
export IMPL_top_area_share_pct=39.7
export IMPL_drive_gt1_share_pct=21.4
export IMPL_ys_chip_area_um2=2080
export IMPL_critPathLaunchType="flop"
export IMPL_layout_top_cells="dfrtp_1, nor2_1, nor2_2"
export IMPL_overflow=0
export IMPL_logic_area_um2=1180
export IMPL_finalPower_w=0.000277
export IMPL_openroad_warnings=25
export IMPL_r2r_cells=9
export IMPL_setup_tns_ns=0
export IMPL_synthArstFlopShare_pct=100
export IMPL_crit_required_ns=8.81
export IMPL_ios=3
export IMPL_grt_pass1_vias=1379
export IMPL_yosys_area_top_type="dfrtp_1"
export IMPL_antenna_found_initial=0
export IMPL_met3_usage_pct=0.778
export IMPL_ys_top_cells_by_area="dfrtp_1, xnor2_1, nor2_2, xor2_1, nor2_1"
export IMPL_fp_util_pct=22.4
export IMPL_path_clk_slew_ns=0.06
export IMPL_drc_errors=0
export IMPL_endpoint_kind="flop"
export IMPL_hold_violations=0
export IMPL_edf_count=0
export IMPL_synthCells=213
export IMPL_p_per_area_nw_per_um2=120
export IMPL_vias=1471
export IMPL_numCtsBuffers=5
export IMPL_whs_endpoint="clk_out"
export IMPL_cap_violations=0
export IMPL_cts_path_max_buffers=2
export IMPL_clock_sinks=33
export IMPL_cts_resized=0
export IMPL_critPathMaxFanout=26
export IMPL_antenna_cells_inserted=0
export IMPL_drt_vias_per_instance=4.28
export IMPL_comb_power_share_pct=1.4
export IMPL_ys_warn_count=1
export IMPL_wire_per_inst_um=11.0
export IMPL_ir_drop_mv=0.0817
export IMPL_postSynthSeqShare_pct=39.7
export IMPL_arrival_ns=3.36
export IMPL_register_area_um2=826
export IMPL_mostFrequentLayoutCell="dfrtp_1"
export IMPL_core_um2=9280
export IMPL_gp_congestion=0.839
export IMPL_finalCritPeriodShare_pct=36.6
export IMPL_drtPass1Iterations=4
export IMPL_holdPathStages=1
export IMPL_tightestPinTransition_ns=0.479
export IMPL_grt_busiest_layer="met2"
export IMPL_place_hpwl_um=2590
export IMPL_r2r_start="i[6]"
export IMPL_critPathKind="reg -> reg"
[power groups by stage]
stage | Sequential (W) | Combinational, W | Clock, W
5_1_grt | 0.000155 | 0.00000440 | 0.000128
6_report | 0.000155 | 0.00000376 | 0.000118
4_1_cts | 0.000155 | 0.00000410 | 0.000122
[sequential cells by signal, indices dropped and copies added (netlist names)]
name     flops
i           32
clk_out      1
[kinds of logic after synthesis]
kind of cell	Yosys count	synth area share, %
AOI/OAI and AO/OA	16	6.97
xor gates and xnor gates	34	14.7
adders and majority gates	1	0.601
buffers and inverters	13	3.60
DFF	33	39.7
muxes	2	0.962
and+or+nand+nor	114	33.5
[synthesized netlist by cell type (2+ instances only)]
cell type / n
or3_1: 2
buf_6: 2
xnor2_1: 19
and3_2: 2
xor2_1: 14
or3_4: 2
nand3_1: 8
nand4_1: 8
nor3_1: 11
o2111a_1: 2
and3_1: 4
and2_1: 2
nor4_4: 2
mux2i_1: 2
nand2_1: 17
dfrtp_1: 33
nor2_1: 20
o21ai_0: 2
buf_4: 2
clkbuf_1: 3
and4_2: 3
o211ai_1: 2
nor2_2: 20
inv_1: 3
a211oi_1: 2
[per-stage QoR]
step / instances / worst slack (ns) / instance area, um^2 / hold WS [ns] / utilization [%]
2_1_floorplan: 213 / 6.10 / 2080 / 0.420 / -
3_3_place_gp: 337 / 5.55 / 2220 / 0.456 / 23.9
3_5_place_dp: 337 / 5.43 / 2220 / 0.459 / 23.9
4_1_cts: 344 / 5.42 / 2310 / 0.469 / 24.8
5_1_grt: 344 / 5.26 / 2310 / 0.493 / 24.8
6_report: 344 / 5.45 / 2310 / 0.464 / 24.8
[metal layers]
| layer | vias up | wire length [um] |
|---|---|---|
| li1 | 757 | - |
| met1 | 693 | 1990 |
| met2 | 14 | 1650 |
| met3 | 7 | 60 |
| met4 | 0 | 87 |
| met5 | - | 0 |
[layout make-up]
| class | instances | area share (%) |
|---|---|---|
| timing repair buffer | 4 | 1.52 |
| clock buffer | 7 | 3.74 |
| inverter | 4 | 0.705 |
| tap | 129 | 7.00 |
| multi-input combinational | 167 | 51.2 |
| sequential | 33 | 35.8 |
[critical path, stage by stage, from the launching register on]
cell and delay (ns):
dfrtp_1 0.44, nand4_1 0.43, or3_4 0.55, or2_4 0.29
nor4_4 0.25, xnor2_2 0.22, clkinv_2 0.13, a41oi_4 0.17
buf_4 0.39, xor2_1 0.19
[worst max path at each step]
stage         slack [ns]      end  from
finish              5.45  clk_out  i[6]
global route        5.26  clk_out  i[6]
CTS                 5.42  clk_out  i[6]
